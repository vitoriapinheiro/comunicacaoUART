`config.mk`:
```
export PLATFORM = sky130hd
export DESIGN_NAME = system
export DESIGN_NICKNAME = system
export VERILOG_FILES = /design/flow/design.v
export SDC_FILE = /design/flow/constraint.sdc
export NUM_CORES = 4
export LEC_CHECK = 1
export CORE_UTILIZATION = 40
```
`constraint.sdc`:
```
current_design system

set clk_period 1.7
set clk_io_pct 0.2

create_clock -name clk0 -period $clk_period [get_ports {clk_rx}]
create_clock -name clk1 -period $clk_period [get_ports {clk_tx}]

set non_clock_inputs [all_inputs -no_clocks]
set_input_delay [expr $clk_period * $clk_io_pct] -clock clk0 $non_clock_inputs
set_output_delay [expr $clk_period * $clk_io_pct] -clock clk0 [all_outputs]
```
`design.v`:
```
module RX( input dado, input clk,input rst, output reg[6:0] seg_unidade,output reg[6:0] seg_dezena, output reg[7:0] leds, output reg [2:0] estado);
    reg [3:0] valor;
    reg [7:0] vetor = 8'b00000000;
    reg [3:0] contador = 4'b0000;
    parameter iniciar = 3'b000, espera = 3'b001, leitura = 3'b010, analise = 3'b011, instUm = 3'b100, instDois = 3'b101, instQuatro = 3'b110;
    always@(*) begin
        case(estado)
                iniciar: begin
                    leds <= 8'b00000000;
                    seg_unidade <= 7'b0000001;
                    valor <= 4'b0000;
                    seg_dezena <=  7'b0000001;
                end
            espera: begin
                leds <= leds;
                seg_dezena <= seg_dezena;
                seg_unidade <= seg_unidade;
            end
            leitura: begin
                leds <= leds;
                seg_dezena <= seg_dezena;
                seg_unidade <= seg_unidade;
            end
            analise: begin
                leds <= vetor;
                seg_dezena <= seg_dezena;
                seg_unidade <= seg_unidade;
            end
            instUm: begin  
                leds <= leds;
                seg_dezena <= 7'b0000001;
                seg_unidade <= 7'b0000001;
            end
            instDois: begin  
                     valor <= vetor[3:0];
                leds <= leds;
                seg_dezena <= seg_dezena;
                seg_unidade <= seg_unidade;
            end
            instQuatro: begin  
                leds = leds;
                if(valor < 4'd10) begin
                            seg_dezena[6:0] <= 7'b0000001;  
                     end
                     else begin
                            seg_dezena[6:0] <= 7'b1001111;  
                     end
                case(valor)
                        4'd0: begin
                            seg_unidade[6:0] <= 7'b0000001;  
                        end
                        4'd1: begin
                            seg_unidade[6:0] <= 7'b1001111;  
                        end
                        4'd2: begin
                            seg_unidade[6:0] <= 7'b0010010;  
                        end
                        4'd3: begin
                            seg_unidade[6:0] <= 7'b0000110;  
                        end
                        4'd4: begin
                            seg_unidade[6:0] <= 7'b1001100;  
                        end
                        4'd5: begin
                            seg_unidade[6:0] <= 7'b0100100;  
                        end
                        4'd6: begin
                            seg_unidade[6:0] <= 7'b1100000;  
                        end
                        4'd7: begin
                            seg_unidade[6:0] <= 7'b0001111;  
                        end
                        4'd8: begin
                            seg_unidade[6:0] <= 7'b0000000;  
                        end
                        4'd9: begin
                            seg_unidade[6:0] <= 7'b0001100;  
                        end
                        4'd10: begin
                            seg_unidade[6:0] <= 7'b0000001;  
                        end
                        4'd11: begin
                            seg_unidade[6:0] <= 7'b1001111;  
                        end
                        4'd12: begin
                            seg_unidade[6:0] <= 7'b0010010;  
                        end
                        4'd13: begin
                            seg_unidade[6:0] <= 7'b0000110;  
                        end
                        4'd14: begin
                            seg_unidade[6:0] <= 7'b1001100;  
                        end
                        4'd15: begin
                            seg_unidade[6:0] <= 7'b0100100;  
                        end
                    endcase
            end
        endcase
    end
    always@(posedge clk or negedge rst) begin
        if(rst == 0) begin
            estado <= iniciar;
            vetor <= 0;
            contador <= 0;
        end
        else begin
            case(estado)
                     iniciar: begin
                        estado <= espera;
                     end
                espera: begin
                    if(dado == 0) begin
                        estado <= leitura;  
                    end
                          else begin
                                estado <= espera;
                          end
                end
                leitura: begin    
                    if(contador < 8) begin
                        vetor[contador] <= dado;
                        contador <=  contador + 4'b0001;
                                estado <= leitura;
                    end
                    else begin
                        contador <= 0;
                        estado <= analise;
                    end
                end
                analise: begin
                    case(vetor[7:4])
                        4'd1: begin  
                            estado <= instUm;
                        end
                        4'd2: begin  
                            estado <= instDois;
                        end
                        4'd4: begin  
                            estado <= instQuatro;
                        end
                        default: begin  
                            estado <= espera;
                        end            
                    endcase
                end
                instUm: begin
                    estado <= espera;
                end
                instDois: begin
                    estado <= espera;
                end
                instQuatro: begin
                    estado <= espera;
                end
                default: begin
                    estado <= espera;
                end
            endcase
        end
    end
endmodule
module TX(clk, rst, botao, instrucao, dado, info_saida);
   input [3:0]dado;
	input [3:0]instrucao;
   input botao;
   input clk, rst;
   output reg info_saida;
   reg [2:0]estado;
   reg [3:0]contador;
   parameter INICIO = 3'b000, 
             ESPERA = 3'b001,
             EXTREMO = 3'b010,
             ENVIA_DADO = 3'b011,
             ENVIA_INSTRUCAO = 3'b100;
   initial begin
       info_saida <= 1'd1;
       estado <= INICIO;
       contador <= 4'd0;
   end
   always@(*) begin
       case(estado)
           INICIO: begin
               info_saida <= 1;
            end
            ESPERA: begin
                info_saida <= 1;
            end
            EXTREMO: begin
					info_saida <= 0;
            end
            ENVIA_DADO: begin
                info_saida <= dado[contador];
            end
            ENVIA_INSTRUCAO: begin
                info_saida <= instrucao[contador - 4];
            end
            default: begin
                info_saida <= info_saida;
            end
        endcase
    end
    always@(posedge clk or negedge rst) begin
        if(rst == 0) begin 
            estado <= INICIO;
        end
        else begin
            case(estado)
                INICIO: begin
                    contador <= 0;
                    if(botao == 1) begin
                        estado <= ESPERA;
                    end
                end
                ESPERA: begin
                    if(botao == 0) begin
                        estado <= EXTREMO;
                    end
                end
                EXTREMO: begin
                        estado <= ENVIA_DADO;
                end
                ENVIA_DADO: begin
                    contador <= contador + 1;
                    if(contador == 3) begin
                        estado <= ENVIA_INSTRUCAO;
                    end
                end
                ENVIA_INSTRUCAO: begin 
                    contador <= contador + 1;
                    if(contador == 7) begin
                        estado <= INICIO;
                    end
                end
                default: begin
                    estado = estado;
                end
            endcase
        end
    end
endmodule
module system(
    input clk_rx,
    input clk_tx,
    input rst,
    input botao,
    input [3:0] dado,
    input [3:0] instrucao,
    output [7:0] leds,
    output [6:0] seg_unidade,
    output [6:0] seg_dezena,
);
wire tx_to_rx;
    TX mytx(
        .clk (clk_tx),
        .rst (rst),
        .dado (dado),
        .instrucao (instrucao),
        .botao (botao), 
        .info_saida (tx_to_rx),
    );
    RX myrx(
        .dado (tx_to_rx),  
        .clk (clk_rx),
        .rst (rst),
        .seg_unidade (seg_unidade),
        .seg_dezena (seg_dezena), 
        .leds (leds), 
        .estado ()
    );
endmodule
```
`run.sh`:
```
#!/bin/bash
# OpenROAD 26Q1-2900-gdf79404cd8, Yosys 0.63+post, stock flow scripts
make -C /OpenROAD-flow-scripts/flow DESIGN_CONFIG=/design/flow/config.mk WORK_HOME=/design/flow/orfs finish
```
==> flow_metrics.env <==
# source this file to load flow results
export IMPL_hold_buffers=0
export IMPL_syn_area_mm2=0.002079
export IMPL_num_rows=25
export IMPL_fillers=442
export IMPL_viasPerCell=4.921
export IMPL_p_sw_frac=0.3899
export IMPL_ios=34
export IMPL_holdCritStartpoint="myrx.estado[1]"
export IMPL_switching_power_mw=1.296
export IMPL_syn2layout_area_growth_pct=22.98
export IMPL_clkPwrFrac=0.163
export IMPL_drt_wl_total_um=3702
export IMPL_ys_cells=216
export IMPL_power_leakage_nw=1.121
export IMPL_syn_inst=216
export IMPL_power_density_mw_per_mm2=1300
export IMPL_unclocked_pins=21
export IMPL_gr_usage_all_layers=0.1612
export IMPL_antenna_found_initial=0
export IMPL_ys_warn_count=2
export IMPL_rsz0062_at_grt="no"
export IMPL_hpwl_um=2830
export IMPL_vias=1565
export IMPL_drv_slew=0
export IMPL_gr_total_overflow=0
export IMPL_reg2reg_from="myrx.contador[0]"
export IMPL_syn_mean_instance_area_um2=9.627
export IMPL_yosysTopAreaCell="dfrtp_1"
export IMPL_hold_path_end="myrx.estado[4]"
export IMPL_postLayoutSetupSlackWorst_ps=77.49
export IMPL_worstSetupPathType="register to register"
export IMPL_async_flop_share=0.4681
export IMPL_required_ps=1850
export IMPL_die_y_um=74.10
export IMPL_n_antenna_cell=0
export IMPL_drive_gt1_frac=0.09960
export IMPL_cts_resized=0
export IMPL_fin_setup_tns_ps=0
export IMPL_hold_depth=2
export IMPL_startpoint="myrx.contador[0]"
export IMPL_crit_arrival_ps=1770
export IMPL_die_w_um=74.10
export IMPL_drc=0
export IMPL_drv_cap=0
export IMPL_dpl_cell_area_mm2=0.002466
export IMPL_grt_pass1_vias=1480
export IMPL_endpoint_kind="register"
export IMPL_cell_internal_pwr_mw=2.029
export IMPL_pwr_share_comb=0.437
export IMPL_ant_nets=0
export IMPL_setup_viol=0
export IMPL_gr_usage_met3=0.03709
export IMPL_yosys_stat_area_mm2=0.002079
export IMPL_io_buffers=29
export IMPL_tritoncts="yes"
export IMPL_holdCritPathClass="register to register"
export IMPL_reg2reg_to="myrx.vetor[0]"
export IMPL_fp_util=0.4289
export IMPL_finalHoldViolations=0
export IMPL_firstDrtPassIters=4
export IMPL_core_area_mm2=0.004848
export IMPL_use_met2=0.2475
export IMPL_ys_flops=47
export IMPL_wl_per_cell_um=11.64
export IMPL_cp_start_kind="register"
export IMPL_worst_ir_drop_vdd_v=0.001386
export IMPL_cp_max_fo=5
export IMPL_warnings=34
export IMPL_ys_types=45
export IMPL_post_cts_repair_setup_buffers=0
export IMPL_yosys_most_used_dff="dlxtn_1"
export IMPL_fin_skew_ps=5.199
export IMPL_drtIter0Drc=68
export IMPL_clkTransAtPathRegs_ps=80
export IMPL_seqPwrFrac=0.400
export IMPL_place_congestion=0.8707
export IMPL_grtUsageMet1=0.2540
export IMPL_grt_busiest_layer="met1"
export IMPL_dpl_worst_slack_ps=83.85
export IMPL_untimed_endpoints=40
export IMPL_ff2ff_setup_slack_ps=80
export IMPL_top_area_frac=0.2527
export IMPL_synth_edff_count=4
export IMPL_grt_pass1_wl_um=6699
export IMPL_chipArea_mm2=0.005491
export IMPL_status="completed"
export IMPL_r2r_cells=5
export IMPL_grt_start_max_net_pins=23
export IMPL_area_leaders="dfrtp_1, dlxtn_1, ha_1, edfxtp_1, and2_1"
export IMPL_final_cell_area_mm2=0.002557
-- layout make-up --
cell class	count	area, um^2	share of cell area
Clock buffer	7	86.33	0.03376
Clock inverter	1	5.005	0.001957
Inverter	13	51.30	0.02006
Multi-Input combinational cell	146	992.2	0.3880
Sequential cell	47	988.4	0.3865
Tap cell	67	83.83	0.03278
Timing Repair Buffer	37	350.3	0.1370
-- how the worst max path moves through the flow --
stage	end	slack [ps]	cells after the start
final	myrx.vetor[0]	80	5
after global routing	myrx.vetor[0]	10	5
after CTS	myrx.vetor[0]	70	5
-- flip-flops by register name, indices dropped and copies added, names as in the netlist --
register / cells
mytx.info_saida: 1
myrx.contador: 4
myrx.leds: 8
mytx.estado: 3
myrx.seg_dezena: 1
myrx.seg_unidade: 7
myrx.valor: 4
myrx.vetor: 8
mytx.contador: 4
myrx.estado: 7
-- kinds of logic (layout without fill, tap and decap cells) --
logic type	Yosys count	after routing	share of synthesized area
AND/OR/NAND/NOR	71	71	0.1950
AND-OR/OR-AND	44	44	0.1246
adder cells (fa/ha/maj)	12	12	0.07220
XOR/XNOR	4	4	0.01685
multiplexers	11	11	0.05535
latches	21	21	0.1516
other	2	4	0.003611
flip-flops	26	26	0.3231
buffers and inverters	25	58	0.05776
-- worst max-delay path: stages (launching register included) --
cell,delay (ps)
dfrtp_2,430
inv_4,70
ha_4,140
or3b_4,410
nor4_4,140
mux2_1,330
-- synth_stat cells (all sizes together) (3+ instances only) --
cell type,number
ha,12
nor2b,8
edfxtp,4
clkbuf,4
nand3,4
a21oi,11
mux2,4
nor4,3
a31oi,3
o21ai,19
nand4,3
mux2i,7
dlxtn,21
nor2,10
and2,14
dfrtp,21
inv,13
nand2b,3
nor3,3
nand2,14
buf,8
-- cells in the final DEF (no fill, tap or decap), types with 2 or more instances in the layout --
master / Yosys / layout
nand2_1: 14 / 14
o21ai_0: 17 / 17
mux2i_1: 7 / 7
mux2_2: 3 / 3
buf_4: 6 / 8
ha_1: 12 / 11
xnor2_1: 2 / 2
edfxtp_1: 4 / 4
clkdlybuf4s50_1: 0 / 29
nor3_1: 3 / 3
a31oi_1: 3 / 3
a41oi_1: 2 / 2
clkbuf_8: 0 / 6
dlxtn_1: 21 / 21
dfrtp_1: 21 / 20
nor3b_1: 2 / 2
nand4_1: 3 / 3
a211oi_1: 2 / 2
o211a_1: 2 / 2
nor2_1: 10 / 10
inv_1: 13 / 12
conb_1: 2 / 4
nand3_1: 4 / 4
xor2_1: 2 / 2
a21oi_1: 11 / 11
nor4b_1: 2 / 2
nor4_1: 2 / 2
nor2b_1: 8 / 8
nand2b_1: 3 / 3
o21ai_1: 2 / 2
and2_1: 14 / 14
-- metal layers --
metal | routed length (um) | share of wire | vias to the layer above
li1 | - | - | 804
met1 | 1869 | 0.50 | 731
met2 | 1678 | 0.45 | 26
met3 | 133 | 0.036 | 4
met4 | 20 | 0.0054 | 0
met5 | 0 | 0 | -
-- through the flow --
step                      power [mW]    util  instances  hold WS (ps)
after floorplan                2.303       -        218         44.41
final                          3.325  0.5275        318         499.3
after CTS                      3.351  0.5275        318         504.0
after global routing           3.630  0.5275        318         528.6
after detailed placement       2.779  0.5086        310         487.2
after global placement         2.775  0.5086        310         487.2
-- power groups by stage --
stage	Sequential, mW	Combinational (mW)	Clock [mW]
after CTS	1.33	1.46	0.563
after global routing	1.38	1.66	0.597
final	1.33	1.45	0.543
Power is estimated from default activity; no workload was simulated.
